[/design/flow/config.mk]
export PLATFORM = sky130hd
export DESIGN_NAME = day13
export DESIGN_NICKNAME = day13
export VERILOG_FILES = /design/flow/design.v
export SDC_FILE = /design/flow/constraint.sdc
export NUM_CORES = 4
export LEC_CHECK = 1
export CORE_AREA = 10 10 70 70
export DIE_AREA = 0 0 80 80
export SYNTH_HDL_FRONTEND = slang
[/design/flow/constraint.sdc]
current_design day13

set clk_period 2.3
set clk_io_pct 0.2

create_clock -name clk0 -period $clk_period

set non_clock_inputs [all_inputs -no_clocks]
set_input_delay [expr $clk_period * $clk_io_pct] -clock clk0 $non_clock_inputs
set_output_delay [expr $clk_period * $clk_io_pct] -clock clk0 [all_outputs]
[/design/flow/design.v]
module day13 (
  input     wire[3:0] a_i,
  input     wire[3:0] sel_i,
  output    wire     y_ter_o,
  output    logic     y_case_o,
  output    logic     y_ifelse_o,
  output    logic     y_loop_o,
  output    logic     y_aor_o
);
  assign y_ter_o = sel_i[0] ? a_i[0] : 
    							 sel_i[1] ? a_i[1] :
    							 sel_i[2] ? a_i[2] : 
    							 		 				a_i[3] ;
always_comb begin																						
  case (sel_i) 
    4'b0001 : y_case_o = a_i[0];
    4'b0010 : y_case_o = a_i[1];
    4'b0100 : y_case_o = a_i[2];
    4'b1000 : y_case_o = a_i[3]; 
    default : y_case_o = 1'bx;
  endcase
end
  always_comb begin
    if(sel_i[0]) 
      y_ifelse_o = a_i[0];
    else if (sel_i[1])
      y_ifelse_o = a_i[1];
    else if (sel_i[2])
      y_ifelse_o = a_i[2];
    else if (sel_i[3])
      y_ifelse_o = a_i[3];
    else 
      y_ifelse_o = 1'b0;
  end
  assign y_aor_o = a_i[0] & sel_i[0]|
    							 a_i[1] & sel_i[1]| 
                   a_i[2] & sel_i[2]| 
                   a_i[3] & sel_i[3];
  integer i;
  always_comb begin
    y_loop_o = '0;
    for (i=0;i<4;i++) begin
    if(sel_i[i])
      y_loop_o = a_i[i];
  	end
  end
endmodule
[/design/flow/run.sh]
#!/bin/bash
# OpenROAD 26Q1-2900-gdf79404cd8, Yosys 0.63+post, stock flow scripts
make -C /OpenROAD-flow-scripts/flow DESIGN_CONFIG=/design/flow/config.mk WORK_HOME=/design/flow/orfs finish
==> results.txt <==
Flow results follow.

The script parses the final routing iteration and logs DRC violations as 0. After synthesis, the chip area reported by Yosys is 153 um^2. Following the worst setup path forward leads to its endpoint at y_loop_o. The via count of the first global-routing pass is 239. The highest clock rate this design can be run at is 454 MHz. After layout, the clock buffer instance count stands at 0. Of the post-synthesis cell area, the dominant cell type holds 0.172.

Looking at the setup timing report, the critical path kind is input pin to primary output. The maximum number of pins on one net before global-route repair is 8. In the final routed layout, each cell accounts on average for 8.15 um.

The placeable core region is 3420 um^2. The aggregate global-route resource usage is 0.0224. Compared with the post-synthesis result, the final layout area differs by 147%. The static leakage is 0.176 nW. The final max-slew violation count recorded for this run is 0.

The worst setup path is launched from an input pin. The detailed-route via count is 256. The overall die size recorded for this design is 6400 um^2. The hold violation total from the final report is 0.

Per the post-synthesis report, the number of cells in the design is 28. The final critical path time including I/O delays and setup is 2200 ps. The layout sequential cell count is 0.

The transition at the pin with the smallest max-transition slack is 199 ps. The initial antenna violation count was 0. The first detailed-routing pass ran for 4 iterations. The total wire length after detailed routing is 758 um. The kind of path behind the tightest hold check is input pin to primary output. The largest total area in the synthesized netlist belongs to nand2_1. The tool flagged a number of max-cap violations equal to 0. The vertical die dimension reported for this design is 80 um. IR analysis of the VDD net gives a maximum drop of 0.0187 mV. Before any placement, the netlist area is recorded as 153 um^2.

Across the whole layout, storage elements account for 0 um^2. On the critical path the data arrives at 1740 ps. The effective utilization at floorplan is 0.0447. The run finished with clean final reports.

The first element of the critical path is sel_i[2]. For this design, the CTS-stage hold fixing added 0 buffers. The fraction of final layout cells with drive strength greater than 1 is 0.191. The first-pass GRT wire length is 1170 um. The worst slew slack as a fraction of its limit is 0.866. According to the floorplan log, the row count is 21. The post-route fraction of the period consumed by the critical path is 0.957. The total grt overflow is 0.

Summing over the stages, the warning tally comes to 32. The gate-level netlist out of Yosys references 15 unique cell types. The final core utilization is 0.110.

The number of buffer cells added on primary ports is 13. For reference, the post-synthesis area per instance comes to 5.45 um^2. After clock tree synthesis, the setup repair step added 0 buffers. Once routing completed, OpenROAD measured the worst setup slack at 98.4 ps.

The setup violation total in the final timing report is 0. The placement-stage worst setup slack is -295 ps. The remaining number of nets flagged by the antenna check after routing is 0.

The top-level port count is 13. The last weighted congestion value of the routability-driven placer is 0.840. Ranked by total cell area, the synthesized netlist is headed by nand2_1 17%, a211oi_1 9.8%, nor2b_1 8.2%. After detailed routing, the number of vias per cell comes to 2.75. The number of cell instances after yosys synthesis is 28. The HPWL after detailed placement is 657 um. Setup repair after global routing left no endpoint under its margin. The synthesis log from Yosys contains 0 warnings.

The die width is 80 um. The post-synthesis sequential area ratio is 0. The kind of end point of the critical path is a primary output.

The overall power consumption is 0.0000610 W. Power spread over the standard cell area amounts to 162 nW/um^2. The violation tally from detailed-route iteration zero is 13.

The repair_antennas step left the layout with diodes totalling 0. Data on the critical path is required at its endpoint by 1840 ps. The largest fanout of any net on the critical path is 4.
## synthesized netlist by cell type
cell type  n
nand2_1    7
nand3_1    2
a211oi_1   2
a21oi_1    2
nor3_1     1
nor2_1     1
mux2i_1    1
a22oi_1    1
buf_6      1
inv_1      2
o22ai_1    1
nor2b_1    2
o21a_1     1
o21ai_0    2
o21ai_1    2
## metrics by stage
| step | hold WS [ps] | area, um^2 | TNS, ps | std cells |
|---|---|---|---|---|
| floorplan | 1000 | 153 | 0 | 28 |
| global placement | 2030 | 382 | -924 | 93 |
| detailed placement | 2020 | 382 | -844 | 93 |
| CTS | 1590 | 373 | 0 | 93 |
| global route | 1540 | 377 | 0 | 93 |
| finish | 1460 | 377 | 0 | 93 |
## repair_timing
item                                   in CTS  in global routing
pin swaps                                   4                  2
gates resized                               7                  6
setup endpoints to repair                   5                  3
endpoints found under the hold margin       0                  0
## worst min path at each step
stage / from / end / depth (start not counted)
4_1_cts: sel_i[3] / y_ifelse_o / 4
5_1_grt: sel_i[1] / y_ifelse_o / 4
6_report: sel_i[1] / y_ifelse_o / 4
## layer usage
layer  track usage  vias up  share of wire
li1              -      139              -
met4             0        0              0
met1        0.0310      109           0.45
met5             0        -              0
met3        0.0125        0           0.15
met2        0.0313        8           0.40
## critical path, stage by stage
cell	delay, ps
dlygate4sd2_1	270
buf_4	150
a22oi_1	200
o21ai_1	100
nand2_1	60
nand2_1	60
clkdlybuf4s50_1	440
## area by class of cell
cell class | instances | area (um^2)
inverter | 2 | 7.51
multi-input combinational | 25 | 136
fill | 405 | 3040
tap | 46 | 57.6
timing repair buffer | 20 | 175
## cells in the final DEF, fill, tap and decap left out
master           synthesis  layout
nor3_1                   1       1
o21ai_1                  2       3
a21oi_1                  2       2
buf_4                    0       7
o22ai_1                  1       1
nor2_1                   1       1
clkdlybuf4s50_1          0       4
o21ai_0                  2       1
nand2_2                  0       1
o21a_1                   1       1
nand3_1                  2       2
dlygate4sd2_1            0       6
a22oi_1                  1       1
clkbuf_2                 0       1
dlymetal6s2s_1           0       2
nor2b_1                  2       2
mux2i_1                  1       1
inv_1                    2       2
a211oi_1                 2       2
nand2_1                  7       6
## power breakdown
part	internal, W	switching, W	leakage (nW)
registers	0	0	0
logic	0.0000362	0.0000248	0.176
clock network	0	0	0
## cell families after synthesis
| logic type | synth area share |
|---|---|
| and+or+nand+nor | 0.377 |
| muxes | 0.0656 |
| buffers and inverters | 0.123 |
| AOI/OAI and AO/OA | 0.434 |
Power and IR drop assume default switching activity.
