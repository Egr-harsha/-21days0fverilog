[flow/config.mk]
export PLATFORM = sky130hd
export DESIGN_NAME = day21
export DESIGN_NICKNAME = day21
export VERILOG_FILES = /design/flow/design.v
export SDC_FILE = /design/flow/constraint.sdc
export NUM_CORES = 4
export LEC_CHECK = 1
export CORE_AREA = 10 10 70 70
export DIE_AREA = 0 0 80 80
export SYNTH_HDL_FRONTEND = slang
[flow/run.sh]
#!/bin/bash
# OpenROAD 26Q1-2900-gdf79404cd8, Yosys 0.63+post, stock flow scripts
make -C /OpenROAD-flow-scripts/flow DESIGN_CONFIG=/design/flow/config.mk WORK_HOME=/design/flow/orfs finish
[flow/design.v]
module day21 #(
  parameter WIDTH = 12
)(
  input       wire [WIDTH-1:0]  vec_i,
  output reg  [WIDTH-1:0]  second_bit_o
);
  integer i;
  reg first_found;
  reg second_set_flag;
  reg [WIDTH-1:0] sec_bin_pos;
  always_comb begin
    first_found = 1'b0;
    second_set_flag = 1'b0;
    sec_bin_pos = 0;
    second_bit_o = 0;  
    for (i = 0; i < WIDTH && ~second_set_flag; i = i + 1) begin
      if (vec_i[i]) begin
        if (first_found) begin
          sec_bin_pos = i;
          second_set_flag = 1'b1;  
        end else begin
          first_found = 1'b1;
        end
      end
    end
    if (second_set_flag) begin
      second_bit_o = (1'b1 << sec_bin_pos);
    end
  end
endmodule
[flow/constraint.sdc]
current_design day21

set clk_period 4.0
set clk_io_pct 0.2

create_clock -name clk0 -period $clk_period

set non_clock_inputs [all_inputs -no_clocks]
set_input_delay [expr $clk_period * $clk_io_pct] -clock clk0 $non_clock_inputs
set_output_delay [expr $clk_period * $clk_io_pct] -clock clk0 [all_outputs]
==> results.txt <==
Results of the implementation run.

The standard cell core area came out at 3416 um^2. In the routed layout, each cell is associated on average with a via count of 4.893. Setup total negative slack on the finished layout was measured at 0 ns. Per the finish-stage timing summary, setup violations number 0. The number of detailed-routing iterations run before antenna repair is 4. The width of the die came out at 80 um. The stage delay of the slowest cell on the critical path came out at 0.61 ns. The leakage power is 0.4792 nW. After detailed placement, the total cell area comes to 978.4 um^2. The max-cap violation count came out at 0. Setup repair after global routing could not meet its margin everywhere. The script computed a power per unit cell area of 98.32 nW/um^2. The critical path is of the input port to output port type. In this run the tightest slew margin relative to its limit is 61.78%. The power report shows net switching accounting for 50.29% of the total. The class of the worst hold path is input port to output port. The data required time of the worst path is 3.20 ns. The maximum fanout encountered on the critical timing path came out at 5. The worst path uses 98.24% of the clock period. The count of clock-net buffers in the final layout is 0. The routed length per instance came out at 13.23 um.

The run finished with clean final reports. The worst-case setup slack after placement came out at -0.2820 ns. The proportion of power drawn by the clock network is 0%. The overall die height is 80 um. For this run, the number of standard cells in the final layout without fillers is 169. The total I/O pin count is 24. The measured slew at the worst slew-check pin came out at 0.5733 ns. The synth_stat.txt file lists the number of cells as 83.

The switching component of the power was reported as 0.05982 mW. The internal power consumption is 0.05914 mW. Counting I/O delays and the setup requirement, the final critical path takes 3.929 ns. The number of cells in the design after placement is 161. The remaining antenna violation count after routing is 0.

The final weighted congestion of routability-driven global placement is 0.8088. The number of OpenROAD warnings came out at 34. The arrival time at the worst endpoint came out at 3.13 ns. The cell count of the worst hold path is 7. The category of the worst setup path launch point is an input port. The total power is 0.1190 mW.

The synthesis-to-layout area growth came out at 97.35%. The cell area after synthesis is 613.1 um^2. For this run, the number of Yosys warnings is 0. The overall fraction of global-route tracks in use came out at 6.650%. The via count of the first global-routing pass was 739. The critical path goes through clkdlybuf4s50_1 -> or4_4 -> o31a_1 -> o31ai_4 -> buf_4 -> o311a_4 -> nor3_2 -> clkdlybuf4s50_1.

The final timing report lists a max-slew violation count of 0. The post-synthesis instance total came out at 83. The initial antenna violation count was 0. The startpoint identified for the worst hold timing path is vec_i[5]. The number of different library cells used by synthesis comes to 51. The antenna cell count is 0. The share of final-layout standard cells stronger than drive strength 1 came out at 47.97%.

The floorplan die area came out at 6400 um^2. The stat command in Yosys gives a chip area of 613.1 um^2. The routed layout has 827 vias.

The slowest stage of the critical path belongs to the cell sky130_fd_sc_hd__or4_4. The sequential cell fraction of total power is 0%. Per the timing report, the achievable frequency comes out to 254.5 MHz.

The final count of hold timing violations is 0. The total area of sequential cells came out at 0 um^2. The combinational share of power is 100.0%. Summed over all layers, the global routing overflow is 0. The sequential fraction of the synthesis area is 0%. The endpoint of the worst hold-timing path is second_bit_o[8].

IR analysis of the VDD net gives a maximum drop of 47.08 uV. At the floorplan stage, the core utilization is reported as 17.95%. The average cell area after synthesis came out at 7.387 um^2. The finished cells cover 1210 um^2. The residual DRC count came out at 0. The post-detailed-placement half-perimeter wirelength came out at 1661 um. The final worst-path setup slack came out at 0.07057 ns.

Detailed-route iteration 0 reported a violation count of 18. The worst setup path is captured at an output port. The largest net degree at the start of global routing came out at 13. The total wirelength of the detailed-routed design came out at 2236 um. The total number of sequential cells is 0.

The number of port buffers came out at 23. The first global-routing pass estimated 3636 um of wire. The most numerous cell type found on the critical path is sky130_fd_sc_hd__clkdlybuf4s50_1.

The post-CTS hold buffer count recorded in the log is 0. For reference, the placement row count at floorplan is 21.
per-layer routing:
layer | GRT usage (%) | routed length (um) | share of wire [%]
met5 | 0 | 0 | 0
met4 | 0 | 0 | 0
met3 | 2.727 | 222 | 9.9
met2 | 9.390 | 936 | 42
met1 | 9.690 | 1076 | 48
synthesized netlist by cell type (all sizes together) (2+ instances only):
cell type | instances | area [um^2]
a211oi | 6 | 50.05
a21oi | 2 | 10.01
a31oi | 2 | 12.51
buf | 5 | 38.78
clkbuf | 3 | 11.26
nand2 | 2 | 7.510
nand2b | 2 | 12.51
nor2 | 7 | 33.78
nor2b | 2 | 12.51
nor3 | 5 | 30.03
nor4 | 6 | 43.79
o21a | 3 | 23.77
o21ai | 5 | 25.02
o311a | 2 | 31.28
o311ai | 2 | 35.04
or2 | 3 | 18.77
or4 | 3 | 26.27
through the flow:
stage	utilization [%]	hold slack (ns)
2_1_floorplan	-	1.814
3_3_place_gp	28.64	2.896
4_1_cts	33.19	2.617
5_1_grt	35.42	2.494
6_report	35.42	2.418
3_5_place_dp	28.64	2.888
cell usage in the layout, fill, tap and decap left out, types with 3 or more instances in the layout:
cell,synthesis,final
sky130_fd_sc_hd__nor3_2,1,3
sky130_fd_sc_hd__nor2_1,6,6
sky130_fd_sc_hd__or4_4,1,4
sky130_fd_sc_hd__a211oi_2,1,5
sky130_fd_sc_hd__dlymetal6s2s_1,0,4
sky130_fd_sc_hd__o21ai_0,5,4
sky130_fd_sc_hd__or2_2,3,3
sky130_fd_sc_hd__clkdlybuf4s50_1,0,10
sky130_fd_sc_hd__buf_4,1,22
sky130_fd_sc_hd__dlygate4sd2_1,0,7
cell families after synthesis:
family	after synthesis	share of synthesized area (%)
compound gates	36	51.43
simple gates	34	34.29
buf+inv	9	8.774
xor+xnor	1	1.429
mux	1	1.633
fa+ha+maj	1	1.837
other cells	1	0.6117
how the worst max path moves through the flow:
stage                    start              end  slack, ns  cells past startpoint
final                 vec_i[6]  second_bit_o[3]       0.07                      8
after global routing  vec_i[6]  second_bit_o[3]      -0.02                      7
after CTS             vec_i[4]  second_bit_o[9]      -0.04                      9
timing repair:
action                                  in CTS  in global routing
hold endpoints to repair                     0                  0
endpoints found under the setup margin      10                  5
buffers inserted                             1                  6
pin swaps                                   16                  5
gates cloned                                 1                  0
gates resized                               36                 13
critical path: cells and delay by family:
| family | cells | cell delay (ns) |
|---|---|---|
| buf+inv | 3 | 0.99 |
| simple gates | 2 | 0.67 |
| compound gates | 3 | 0.67 |
power groups by stage:
stage	logic, mW	clock network, mW	registers [mW]
after CTS	0.109	0	0
after global routing	0.129	0	0
final	0.119	0	0
cell type report:
class | count | area, um^2
fillers | 354 | 2206
multi-input cells | 75 | 739.5
repair buffers | 47 | 409.1
well taps | 46 | 57.56
inverters | 1 | 3.754
Power is estimated from default activity; no workload was simulated.
