File: /design/flow/run.sh
#!/bin/bash
# OpenROAD 26Q1-2900-gdf79404cd8, Yosys 0.63+post, stock flow scripts
make -C /OpenROAD-flow-scripts/flow DESIGN_CONFIG=/design/flow/config.mk WORK_HOME=/design/flow/orfs finish
File: /design/flow/config.mk
export PLATFORM = sky130hd
export DESIGN_NAME = day4
export DESIGN_NICKNAME = day4
export VERILOG_FILES = /design/flow/design.v
export SDC_FILE = /design/flow/constraint.sdc
export NUM_CORES = 4
export LEC_CHECK = 1
export CORE_AREA = 10 10 96 96
export DIE_AREA = 0 0 106 106
export SYNTH_HDL_FRONTEND = slang
File: /design/flow/constraint.sdc
current_design day4

set clk_period 4.7
set clk_io_pct 0.2

create_clock -name clk0 -period $clk_period

set non_clock_inputs [all_inputs -no_clocks]
set_input_delay [expr $clk_period * $clk_io_pct] -clock clk0 $non_clock_inputs
set_output_delay [expr $clk_period * $clk_io_pct] -clock clk0 [all_outputs]
File: /design/flow/design.v
module day4 #(
  parameter type T	=	logic[7:0],
  parameter type O	=	logic[2:0]
)
  (
  input     T   a_i,
  input     T   b_i,
  input     O   op_i,
  output    T   alu_o
);
  always_comb begin : ALU_LOGIC
      case(op_i)
        3'b000:alu_o = a_i + b_i;
        3'b001:alu_o = a_i - b_i;
        3'b010:alu_o = b_i << 1;
        3'b011:alu_o = b_i >> 1;
        3'b100:alu_o = a_i & b_i;
        3'b101:alu_o = a_i | b_i;
        3'b110:alu_o = a_i ^ b_i;
        3'b111:alu_o = (a_i == b_i)? 8'b1:8'b0;
      endcase
    end
endmodule
==> results_dict.tcl <==
# place-and-route summary
set metrics [dict create \
    tightest_slew_ns 0.533 \
    std_cell_rows 31 \
    cp-startpoint "a_i[0]" \
    cp.arrival_ns 3.59 \
    setup_viol 0 \
    final_cell_mix "26 x clkdlybuf4s50_1, 24 x inv_1, 23 x ha_1" \
    startpoint_type "input port" \
    die_h_um 106 \
    yosys_cells 177 \
    vias_per_cell 4.46 \
    min_path_type "in -> out" \
    power_frac_seq 0 \
    holdWs_ns 2.78 \
    internal_power_mw 0.0870 \
    hold_buffers 0 \
    routed_wl_um 3800 \
    p_clk_frac 0 \
    ff_count 0 \
    clkbuf_count 0 \
    crit_top_cell "clkdlybuf4s50_1" \
    cts_resized 0 \
    rsz0062_at_grt "no" \
    timing.final.crit_share 0.964 \
    dr.pass1.iters 4 \
    slew_headroom 0.643 \
    vdd_drop_max_uv 38.1 \
    area_growth_syn_to_layout_pct 32.3 \
    comb_power_share 1.000 \
    path_cells "clkdlybuf4s50_1, ha_1, fa_1, a21o_1, a211oi_1, nor3_1, or3b_1, a21oi_1, clkdlybuf4s50_1" \
    drv_slew 0 \
    finalHoldViolations 0 \
    mostFrequentLayoutCell "clkdlybuf4s50_1" \
    crit_path_end_kind "output port" \
    period_needed_ns 4.53 \
    gp_congestion 0.905 \
    required_ns 3.76 \
    remaining_drc_errors 0 \
    die_w_um 106 \
    p_per_area_nw_per_um2 102 \
    postSynthCellCount 177 \
    synth.avg_cell_area_um2 7.04 \
    hold-path-endpoint "alu_o[0]" \
    path_class "in -> out" \
    pre_cts_ws_ns 0.131 \
    path_max_fanout 2 \
    drv_cap 0 \
    yosys.stat.seqShare 0 \
    min-delay-start "b_i[1]" \
    p_sw_frac 0.483 \
    core-area_um2 7210 \
    max_freq_mhz 221 \
    setup_tns_ns 0 \
    io_buffers 27 \
    seq_area_um2 0 \
    p_sw_mw 0.0813 \
    io_pins 27 \
    ys_area_um2 1250 \
    drtIter0Drc 118 \
    fp_util 0.173 \
    openroad.warnings 47 \
    grt_pass1_vias 1317 \
    status "complete, no violations" \
    dp_hpwl_um 3190 \
    netlist_area_um2 1250 \
    dieArea_um2 11200 \
    yosys_warnings 0 \
    finish.utilization 0.229 \
    vias 1334 \
    hold-path-cell-count 4 \
    grt_max_degree 20 \
    cpPeakStageDelay_ns 0.49 \
    grt_first_pass_wirelength_um 6500 \
    post-cts-setup-buffers 0 \
    p_leak_nw 0.730 \
    antenna_found_initial 0 \
    grt_use_total 0.0677 \
    drive_gt1_frac 0.0750 \
    grt.overflow.total 0 \
    drtAntennaViolNets 0 \
    synth.distinct_cells 44 \
    critPathSlowestCell "clkdlybuf4s50_1" \
    post_drt_wl_per_cell_um 12.7 \
    finalWorstSetupSlack_ns 0.169 \
    diodes 0 \
]
## power groups by stage
| stage | clock [mW] | sequential [mW] | combinational, mW |
|---|---|---|---|
| 4_1_cts | 0 | 0 | 0.169 |
| 5_1_grt | 0 | 0 | 0.188 |
| 6_report | 0 | 0 | 0.168 |
## per-layer routing
layer | track usage | up-vias | routed length [µm]
li1 | - | 677 | -
met3 | 0.00550 | 0 | 155
met1 | 0.0949 | 627 | 1840
met2 | 0.117 | 30 | 1810
met4 | 0 | 0 | 0
met5 | 0 | - | 0
## worst max path at each step
stage                 slack (ns)  endpoint
final                       0.17  alu_o[6]
after global routing        0.02  alu_o[6]
after CTS                   0.13  alu_o[6]
## layout make-up
class / count / area, µm²
tap: 99 / 124
timing repair buffer: 35 / 333
multi-input combinational: 141 / 1100
fill: 806 / 5570
inverter: 24 / 90.1
## cell families (layout without fill, tap and decap cells)
logic type | count (synthesis) | in the layout | share of synthesized area
AND-OR/OR-AND | 50 | 50 | 0.272
XOR/XNOR | 5 | 5 | 0.0351
adder cells (fa/ha/maj) | 25 | 25 | 0.263
buffers and inverters | 36 | 59 | 0.120
multiplexers | 10 | 10 | 0.101
AND/OR/NAND/NOR | 51 | 51 | 0.208
## per-stage QoR
| step | instances | power, mW | area, µm² |
|---|---|---|---|
| finish | 299 | 0.168 | 1650 |
| global route | 299 | 0.188 | 1650 |
| CTS | 299 | 0.169 | 1640 |
| detailed placement | 299 | 0.168 | 1640 |
| global placement | 299 | 0.167 | 1640 |
| floorplan | 177 | 0.0999 | 1250 |
## worst max-delay path: cells and delay by family
kind,cells,cell delay (ns)
buffers and inverters,2,0.91
adders and majority gates,2,0.65
and+or+nand+nor,2,0.46
AOI/OAI and AO/OA,3,0.64
## synth_stat cells (all sizes together) (3+ instances only)
cell	number	share of area
o21ai	10	0.040
a21o	3	0.018
xnor2	3	0.021
buf	7	0.033
mux2i	7	0.056
nor2	15	0.045
nand2	6	0.018
o31ai	3	0.018
nor3	8	0.032
nand3	3	0.012
clkbuf	5	0.015
inv	24	0.072
a21oi	8	0.035
o22ai	4	0.020
ha	23	0.23
nand2b	5	0.025
a211oi	5	0.030
nor4	3	0.015
o211ai	3	0.018
Power figures rest on the tool's default switching activity, not on a simulated workload.
